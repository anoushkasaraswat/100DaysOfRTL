$ cat flow/run.sh
#!/bin/bash
# OpenROAD 26Q1-2900-gdf79404cd8, Yosys 0.63+post, stock flow scripts
make -C /OpenROAD-flow-scripts/flow DESIGN_CONFIG=/design/flow/config.mk WORK_HOME=/design/flow/orfs finish
$ cat flow/config.mk
export PLATFORM = sky130hd
export DESIGN_NAME = mac
export DESIGN_NICKNAME = mac
export VERILOG_FILES = /design/flow/design.v
export SDC_FILE = /design/flow/constraint.sdc
export NUM_CORES = 4
export LEC_CHECK = 1
export CORE_UTILIZATION = 40
$ cat flow/constraint.sdc
current_design mac

set clk_period 8.5
set clk_io_pct 0.2

create_clock -name clk0 -period $clk_period [get_ports {clk}]

set non_clock_inputs [all_inputs -no_clocks]
set_input_delay [expr $clk_period * $clk_io_pct] -clock clk0 $non_clock_inputs
set_output_delay [expr $clk_period * $clk_io_pct] -clock clk0 [all_outputs]
$ cat flow/design.v
module mac(
  input clk,
  input rst,
  input signed [7:0] in_a,
  input signed [7:0] in_b,
  output logic signed [15:0] out);
  logic [7:0] reg_a;
  logic [7:0] reg_b;
  logic [15:0] reg_c;
  always@(posedge clk) begin
    if (rst) begin
      reg_a <= 8'h00;
      reg_b <= 8'h00;
    end
    else begin
      reg_a <= in_a;
      reg_b <= in_b;
    end
  end
  always@(posedge clk) begin
    if (rst) begin
      reg_c <= 16'h0000;
    end
    else begin
      reg_c <= (reg_a*reg_b) + reg_c;
    end
  end  
  assign out = reg_c;
endmodule
==> results.toml <==
# synthesis and place-and-route metrics
[sta]
finalCriticalPeriod_ps = 4270
clock-skew-final_ps = 4.52
tightestPinTransition_ps = 456
tns_ps = 0
max_freq_ghz = 0.234
setup_violations = 0
finalCritPeriodShare_pct = 50.3
hold_viol = 0
rsz0062_at_grt = "no"
hold_slack_ps = 603
relSlewSlack_pct = 69.5
slew_viol_final = 0

[worst_setup_path]
startpoint_type = "flop"
arrival_ps = 4500
cp.required_ps = 8730
crit_path_max_fanout = 8
crit_type = "reg -> reg"
cp-end-kind = "flop"

[power]
power_leakage_nw = 1.93
power_density_nw_per_um2 = 182
vdd_drop_max_v = 0.000105

[floorplan]
core_um2 = 8260
dieHeight_um = 94.6
chipArea_um2 = 8960
num_rows = 33
fp_util_pct = 41.6
io_pins = 34
fp.dieW_um = 94.6

[synth]
synth_flops = 32
syn_area_um2 = 3430
ys_seq_share_pct = 18.7
synth-main-ff-cell = "dfxtp_1"
ys_area_um2 = 3430
syn_area_per_cell_um2 = 9.01
synth.distinct_cells = 43
edf_count = 0
async_reset_ff_share_pct = 0
yosys_cells = 381
synth_cells = 381
yosysWarnings = 1

[clock_network]
cts_hold_buf = 0
cts_resized = 0
worstSkewPairLatency_ps = 280
clockRootBuffer = "clkbuf_8"
numCtsBuffers = 5
cts_tree = "yes"
clk_pin_slew_ps = 70
h-tree-depth = 2
postCtsSetupBuffers = 0
clock_path_buffers = 2
numClockSinks = 32

[global_route]
grt_use_total_pct = 17.4
grt_pass1_wl_um = 11400
grt_overflow = 0
antenna_found_initial = 0
grt_pass1_vias = 2412
grt_max_degree = 29

[drt]
vias = 2368
wl_per_cell_um = 12.6
diodes = 0
drtAntennaViolNets = 0
drt-pass1-iter-count = 4
drt_iter0_drc = 61
drc = 0
avgViaCountPerCell = 4.52
finalWirelength_um = 6600

[flow_run]
max_cap_viol_count = 0
tool_warnings = 25

[placement]
port_buffers = 33
dpl_cell_area_um2 = 3890
dp_hpwl_um = 5360
gp_congestion = 0.903

[outcome]
status = "finished clean"

[min_path]
hp-class = "reg -> reg"

[finish]
final_layout_size_suffix_gt1_share_pct = 4.06
syn_to_final_growth_pct = 15.8
stdcell_area_um2 = 3980
[cells in the mapped netlist (2+ instances only)]
cell / instances / area share [%]
xnor2_1: 3 / 0.77
a21oi_1: 9 / 1.3
xor2_1: 3 / 0.77
o21ai_2: 2 / 0.51
nand4b_1: 2 / 0.51
clkbuf_1: 2 / 0.22
dfxtp_1: 32 / 19
nand3_1: 5 / 0.73
nand4_1: 2 / 0.36
nor2_1: 15 / 1.6
a21oi_2: 3 / 0.77
and2_1: 35 / 6.4
inv_1: 98 / 11
nor3_1: 2 / 0.29
nor2b_1: 23 / 4.2
or4_1: 2 / 0.44
fa_1: 50 / 29
ha_1: 35 / 13
nor3b_1: 2 / 0.44
nand2_1: 32 / 3.5
o21ai_0: 2 / 0.29
[logic make-up (layout without fill, tap and decap cells)]
kind of cell	Yosys count	after routing	synth area share [%]
multiplexers	2	2	0.765
XOR/XNOR	6	6	1.53
flip-flops	32	32	18.7
buffers and inverters	102	140	11.2
adder cells (fa/ha/maj)	85	85	41.9
AND-OR/OR-AND	27	27	5.83
AND/OR/NAND/NOR	127	127	20.1
[flip-flops by register name, indices dropped and copies added (netlist names)]
| register | flops |
|---|---|
| reg_a | 8 |
| reg_b | 8 |
| reg_c | 16 |
[area by class of cell]
cell class / instances / area [um^2]
Inverter: 98 / 368
Tap cell: 105 / 131
Fill cell: 791 / 4280
Multi-Input combinational cell: 247 / 2410
Timing Repair Buffer: 34 / 338
Sequential cell: 32 / 641
Clock buffer: 8 / 90.1
[worst max-delay path: stages, from the launching register on]
cell     delay [ps]
dfxtp_1         570
nand2_1         130
fa_1            520
inv_1            50
fa_1            490
inv_1            50
fa_1            460
fa_1            560
inv_1            50
ha_1            270
o31ai_4         370
a21oi_1         130
or4_1           470
nand3_1          90
[per-layer routing]
metal / wire, um / track usage [%] / vias to the layer above
li1: - / - / 1215
met1: 3270 / 27.4 / 1086
met2: 2810 / 24.9 / 62
met3: 476 / 6.13 / 5
met4: 46 / 1.77 / 0
met5: 0 / 0 / -
[power by group]
part           switching (mW)  leakage, nW  internal (mW)
logic                   0.206         1.62          0.189
registers              0.0260        0.266          0.179
clock network          0.0576       0.0455         0.0661
[placed cells by master, fill, tap and decap left out, types with 6 or more instances in the layout]
cell and n:
nor2b_1 23, dfxtp_1 32, ha_1 35, clkbuf_8 6
and2_1 35, fa_1 50, nor2_1 15, inv_1 98
nand2_1 32, a21oi_1 9, clkdlybuf4s50_1 33
[worst paths after layout]
kind / startpoint / to / slack (ps) / cells past startpoint
worst min register to register: reg_c[0] / reg_c[0] / 600 / 2
worst max-delay path: reg_b[1] / reg_c[13] / 4230 / 13
worst max register to register: reg_b[1] / reg_c[13] / 4230 / 13
worst min-delay path: reg_c[0] / reg_c[0] / 600 / 2
[stage by stage]
stage / std cells / worst slack, ps / util, % / power, mW
2_1_floorplan: 381 / 4570 / - / 0.477
3_3_place_gp: 516 / 4200 / 47.1 / 0.607
3_5_place_dp: 516 / 4230 / 47.1 / 0.604
4_1_cts: 524 / 4200 / 48.2 / 0.734
5_1_grt: 524 / 3990 / 48.2 / 0.802
6_report: 524 / 4230 / 48.2 / 0.723
Power is estimated from default activity; no workload was simulated.
