==> ./design.v <==
module fifo#(parameter DEPTH = 16,
             parameter WIDTH = 16)(
  	input logic clk,
  	input logic rst,
  	input logic push_i,
    input logic [WIDTH-1:0] push_data_i,
  	input logic pop_i,
    output logic [WIDTH-1:0] pop_data_i,
    output logic fifo_full,
    output logic fifo_empty);
  localparam addr_bits = $clog2(DEPTH);
  localparam PUSH_ONLY = 2'b10;
  localparam POP_ONLY = 2'b01;
  localparam PUSH_AND_POP = 2'b11;
  logic [DEPTH-1:0][WIDTH-1:0] mem_queue;
  logic [addr_bits:0] rd_ptr, wr_ptr, nxt_rd_ptr, nxt_wr_ptr;
  logic [addr_bits:0] max_index_ptr, min_index_ptr;
  assign max_index_ptr = {1'b1,{addr_bits{1'b0}}};
  assign min_index_ptr = {addr_bits+1{1'b0}};
  assign fifo_full = (rd_ptr[addr_bits] != wr_ptr[addr_bits] ) && (rd_ptr[addr_bits-1:0] == wr_ptr[addr_bits-1:0] );
  assign fifo_empty = (rd_ptr == wr_ptr);
  assign nxt_rd_ptr = (rd_ptr == max_index_ptr)?{addr_bits+1{1'b0}}:rd_ptr + {{addr_bits{1'b0}},1'b1};
  assign nxt_wr_ptr = (wr_ptr == max_index_ptr)?{addr_bits+1{1'b0}}:wr_ptr + {{addr_bits{1'b0}},1'b1};
  always@(posedge clk) begin
    if (rst) begin
      rd_ptr <= {addr_bits+1{1'b0}};
      wr_ptr <= {addr_bits+1{1'b0}};
    end
    else begin
      case({push_i,pop_i})
        PUSH_ONLY: begin
          mem_queue[wr_ptr] <= push_data_i;          
		  wr_ptr <= nxt_wr_ptr;
        end
        POP_ONLY: begin 
          pop_data_i <= mem_queue[rd_ptr];
          rd_ptr <= nxt_rd_ptr;
        end
        PUSH_AND_POP: begin
          mem_queue[wr_ptr] <= push_data_i;
          pop_data_i <= mem_queue[rd_ptr];
          wr_ptr <= nxt_wr_ptr;
          rd_ptr <= nxt_rd_ptr;
        end
      endcase
    end
  end
endmodule
==> ./run.sh <==
#!/bin/bash
# OpenROAD 26Q1-2900-gdf79404cd8, Yosys 0.63+post, stock flow scripts
make -C /OpenROAD-flow-scripts/flow DESIGN_CONFIG=/design/flow/config.mk WORK_HOME=/design/flow/orfs finish
==> ./config.mk <==
export PLATFORM = sky130hd
export DESIGN_NAME = fifo
export DESIGN_NICKNAME = fifo
export VERILOG_FILES = /design/flow/design.v
export SDC_FILE = /design/flow/constraint.sdc
export NUM_CORES = 4
export LEC_CHECK = 1
export CORE_UTILIZATION = 50
==> ./constraint.sdc <==
current_design fifo

set clk_period 23.0
set clk_io_pct 0.2

create_clock -name clk0 -period $clk_period [get_ports {clk}]

set non_clock_inputs [all_inputs -no_clocks]
set_input_delay [expr $clk_period * $clk_io_pct] -clock clk0 $non_clock_inputs
set_output_delay [expr $clk_period * $clk_io_pct] -clock clk0 [all_outputs]
==> out/qor.yml <==
run_status:
  run_status: "complete, no violations"
timing:
  finalSetupTns_ns: 0
  grt_setup_unrepaired: "no"
  tightestPinTransition_ns: 0.922
  finalCriticalPeriod_ns: 7.69
  fin_skew_ns: 0.00760
  fmax_ghz: 0.130
  setup_viol: 0
  maxSlewHeadroom: 0.384
  timing_hold_violations_final: 0
  min_period_over_period: 0.335
  drv_slew: 0
cts:
  cts_made_buffers: 31
  cts_max_path_buffers: 3
  cts_root_buffer: "clkbuf_16"
  path_clk_slew_ns: 0.06
  cts_tree: "done"
  clock.latency.late_pin_ns: 0.56
  cts_hold_buffers: 0
  cts_max_level: 1
  post-cts-setup-buffer-count: 0
  cts_sinks: 282
  cts_resized: 0
pwr:
  comb_power_share: 0.093
  power.leakage_uw: 0.00509
  clkPwrFrac: 0.383
  p_sw_uw: 264
  p_int_uw: 881
  power_density_mw_per_mm2: 72.1
  seqPwrFrac: 0.524
  swShare: 0.231
  irDropWorstVdd_v: 0.0000627
synth:
  postSynthCellCount: 919
  ff_type: "edfxtp_1"
  area_leaders: "edfxtp_1 (57%), o2bb2ai_1 (9.8%), mux4_2 (7.6%), mux2_2 (6.5%), mux2i_1 (2.3%)"
  synth.most_common_cell: "edfxtp_1"
  edf_count: 272
  ys_ff: 282
  syn_avg_cell_area_sq_um: 15.5
  ys_top_cells_by_count: "edfxtp_1 (272), o2bb2ai_1 (160), mux2_2 (82)"
  ys_cells: 919
  synth.top_cell.area_share: 0.574
  ys_async_sr_fraction: 0
  syn_area_sq_mm: 0.0142
  postSynthSeqShare: 0.588
  yosys.area.top_type: "edfxtp_1"
  yosys_warnings: 1
  yosys_area_sq_mm: 0.0142
  post_synth_num_cell_types: 50
grt:
  grt_pass1_wl_um: 57400
  grt_pass1_vias: 9519
  grt_use_total: 0.296
  antenna_found_initial: 0
  grt_max_degree: 58
  grt_remaining_overflow: 0
drt:
  num_antenna_cells: 0
  ant_nets: 0
  drt_iter0_markers: 623
  drc: 0
  routed_via_density: 6.65
  wirelength_um: 37600
  first_pass_iters: 5
  vias: 8938
  wl_per_cell_um: 28.0
final_layout:
  final_util: 0.571
  syn_to_final_growth_pct: 11.7
  layout-drive-gt1-share: 0.254
  fin_cells: 1344
flow_run:
  warning_count: 28
  max_cap_violations: 0
floorplanning:
  die_w_um: 171
  io_pins: 38
  fp.dieArea_sq_mm: 0.0291
  die.size.y_um: 171
  rows: 61
  fp_util: 0.511
  core_sq_mm: 0.0279
setup_path:
  crit_chain: "clkdlybuf4s50_1, nor2b_4, buf_4, buf_4, buf_4"
  endpoint_kind: "flop"
  cp_common_cell: "buf_4"
  path_max_fanout: 47
  crit_arrival_ns: 7.90
  crit_path_max_incr_delay_ns: 0.82
  crit_slowest_cell: "nor2b_4"
  critical_path_class: "input port to flop"
  required_ns: 23.20
  worst_setup_path_start_kind: "input port"
placement:
  dp_cells: 1287
  hpwl_um: 21300
  place_congestion: 0.903
  io_buffers: 37
hold_path:
  worst_hold_path_type: "flop to flop"
-- registers in the layout, summed over array words and instances, names as in the netlist --
| register | flops |
|---|---|
| wr_ptr | 5 |
| pop_data_i | 16 |
| rd_ptr | 5 |
| mem_queue | 256 |
-- worst max-delay path, delay by kind of cell --
kind / cells / cell delay (ns)
AND/OR/NAND/NOR: 1 / 0.82
buffers and inverters: 4 / 2.39
-- cell usage in the layout, fill, tap and decap left out, drive strengths merged, types with 2 or more instances in the layout --
| master | Yosys | layout |
|---|---|---|
| mux2i | 32 | 32 |
| mux2 | 98 | 98 |
| o2bb2ai | 160 | 160 |
| a22oi | 18 | 18 |
| nand2 | 47 | 47 |
| ha | 6 | 6 |
| a221o | 16 | 16 |
| edfxtp | 272 | 272 |
| clkdlybuf4s50 | 0 | 37 |
| buf | 42 | 39 |
| o21ai | 11 | 11 |
| and3 | 18 | 18 |
| nand4 | 2 | 2 |
| mux4 | 48 | 48 |
| clkbuf | 44 | 37 |
| nand3 | 2 | 2 |
| nand3b | 2 | 2 |
| or4b | 2 | 2 |
| nor3 | 4 | 4 |
| and2 | 4 | 4 |
| dfxtp | 10 | 10 |
| nand2b | 13 | 13 |
| inv | 8 | 9 |
| nor2 | 13 | 13 |
| clkinv | 0 | 19 |
| a21oi | 4 | 4 |
| a22o | 16 | 16 |
| nor2b | 6 | 6 |
| a41oi | 2 | 2 |
| nor3b | 3 | 3 |
| xnor2 | 7 | 7 |
| a211oi | 3 | 3 |
-- logic make-up (layout without fill, tap and decap cells) --
logic type | Yosys count | after routing | share of synthesized area
multiplexers | 178 | 178 | 0.178
adder cells (fa/ha/maj) | 6 | 6 | 0.00527
AND/OR/NAND/NOR | 120 | 120 | 0.0465
AND-OR/OR-AND | 231 | 231 | 0.144
buffers and inverters | 94 | 141 | 0.0337
XOR/XNOR | 8 | 8 | 0.00492
flip-flops | 282 | 282 | 0.588
-- layout make-up --
cell class | instances | area [sq um]
fill | 2102 | 12000
timing repair buffer | 76 | 663
tap | 378 | 473
clock buffer | 37 | 798
sequential | 282 | 8380
inverter | 8 | 30.0
multi-input combinational | 543 | 5460
clock inverter | 20 | 92.6
-- final timing paths --
check	start	to	slack (ns)	cells past startpoint
max	rst	mem_queue[92]$_DFFE_PP_	15.31	5
min	mem_queue[190]$_DFFE_PP_	mem_queue[190]$_DFFE_PP_	0.56	1
max reg2reg	wr_ptr[0]$_SDFFE_PP0N_	mem_queue[102]$_DFFE_PP_	18.85	11
min reg2reg	mem_queue[190]$_DFFE_PP_	mem_queue[190]$_DFFE_PP_	0.56	1
-- stage by stage --
stage               cell area [sq um]  hold slack, ns  power (uW)  setup WS (ns)
floorplan                       14200           0.523         688           6.14
global route                    15900           0.568        1180          15.08
CTS                             15900           0.562        1150          15.32
detailed placement              15000           0.544         717          14.77
global placement                15000           0.542         714          14.91
finish                          15900           0.556        1150          15.31
-- power groups by stage --
stage	registers, uW	clock network, uW	logic (uW)
CTS	601	448	106
global route	603	468	114
finish	601	439	106
-- per-layer routing --
metal	up-vias	routed length, um	global-route usage
li1	3855	-	-
met1	4375	13800	0.413
met2	617	16600	0.401
met3	89	6040	0.207
met4	2	1210	0.0709
met5	-	45	0.0226
Power and IR drop assume default switching activity.
