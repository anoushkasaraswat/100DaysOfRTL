--- /design/flow/config.mk ---
export PLATFORM = sky130hd
export DESIGN_NAME = serializer
export DESIGN_NICKNAME = serializer
export VERILOG_FILES = /design/flow/design.v
export SDC_FILE = /design/flow/constraint.sdc
export NUM_CORES = 4
export LEC_CHECK = 1
export CORE_AREA = 10 10 70 70
export DIE_AREA = 0 0 80 80
--- /design/flow/constraint.sdc ---
current_design serializer

set clk_period 2.1
set clk_io_pct 0.2

create_clock -name clk0 -period $clk_period [get_ports {clk}]

set non_clock_inputs [all_inputs -no_clocks]
set_input_delay [expr $clk_period * $clk_io_pct] -clock clk0 $non_clock_inputs
set_output_delay [expr $clk_period * $clk_io_pct] -clock clk0 [all_outputs]
--- /design/flow/design.v ---
module serializer(
  input wire clk,
  input wire rst,
  input logic [3:0] pll_in,
  input logic pll_vld,
  output logic srl_rdy,
  output logic srl_ongoing,
  output logic srl_out);
  wire p2s_txn_start = pll_vld && srl_rdy;
  logic [3:0] nxt_pll_ff;
  wire nxt_srl_out;
  logic [3:0] pll_ff;
  assign nxt_pll_ff = p2s_txn_start?pll_in:{1'b0,pll_ff[3:1]};
  assign srl_out = pll_ff[0];
  always@(posedge clk) begin
    if (rst) begin
      pll_ff <= 4'b0000;
    end
    else begin
      pll_ff <= nxt_pll_ff;
    end
  end
  logic [1:0] count;
  wire [1:0] nxt_count;
  assign nxt_count = p2s_txn_start?0:count + 1;
  always@(posedge clk) begin
    if (rst) begin
      count <= 2'b00;
    end
    else begin
      count <= nxt_count;  
    end
  end
  assign srl_ongoing = |count;
  assign srl_rdy = ~|count;
endmodule
--- /design/flow/run.sh ---
#!/bin/bash
# OpenROAD 26Q1-2900-gdf79404cd8, Yosys 0.63+post, stock flow scripts
make -C /OpenROAD-flow-scripts/flow DESIGN_CONFIG=/design/flow/config.mk WORK_HOME=/design/flow/orfs finish
==> results.rst <==
Implementation results
======================

.. list-table::
   :header-rows: 1

   * - Metric
     - Value
   * - Pre-Place Util
     - 0.0733
   * - Buffer depth of the longest clock path
     - 2
   * - Required time at the endpoint of the critical path
     - 1.68 ns
   * - Post-synthesis instance total
     - 24
   * - Number of max-capacitance violations reported
     - 0
   * - Global-route total usage across every layer
     - 0.0181
   * - Horiz. Die Dim
     - 80 um
   * - Shortest clock period the worst path allows after layout
     - 1.86 ns
   * - PD cells
     - 701 mW/mm^2
   * - Status
     - complete, no violations
   * - Final setup TNS
     - 0 ns
   * - Number of global-route vias before repair
     - 197
   * - Vias
     - 196
   * - Async set or reset register ratio after synthesis
     - 0
   * - Wirelength per Cell
     - 7.01 um
   * - Mapped Area
     - 250 um^2
   * - Final HPWL DP
     - 463 um
   * - Total cells reported by yosys after synthesis
     - 24
   * - List of most frequent post-synthesis cells
     - sky130_fd_sc_hd__dfxtp_1 (6), sky130_fd_sc_hd__a21oi_1 (3), sky130_fd_sc_hd__inv_1 (3), sky130_fd_sc_hd__nand3_1 (3), sky130_fd_sc_hd__a21bo_2 (2)
   * - Count of buffers from port buffering
     - 9
   * - Clock slew at reported path FFs
     - 0.04 ns
   * - Post-CTS Hold Buffers
     - 0
   * - Post-synthesis to final-layout area growth
     - 63.5%
   * - Number of instances in the placed design
     - 78
   * - Classification of the worst setup path
     - flop to output pin
   * - Number of clock buffers inserted by TritonCTS
     - 3
   * - Number of non-filler instances in the completed layout
     - 81
   * - Number of enable flip-flop cells
     - 0
   * - Overflow after GRT
     - 0
   * - Slowest stage cell on the critical path
     - sky130_fd_sc_hd__clkdlybuf4s50_1
   * - Clock sink total
     - 6
   * - Leakage power
     - 0.151 nW
   * - Top area contributor share
     - 0.480
   * - Setup clock skew after layout
     - 0.00147 ns
   * - Smallest hold slack
     - 0.418 ns
   * - Kind of end point of the critical path
     - output pin
   * - Layout cells sized above 1
     - 0.200
   * - Worst min-delay path category
     - flop to flop
   * - Fillers
     - 391
   * - Count of buffer and inverter cells on the critical path
     - 2
   * - Synth Register Bits
     - 6
   * - CTS H-tree lvls
     - 1
   * - Vert. Die Dim
     - 80 um
   * - Router iterations before antenna repair
     - 4
   * - Number of antenna violations at the first check in global routing
     - 0
   * - Residual DRC count
     - 0
   * - Fraction of the cycle the final worst path needs
     - 0.886
   * - Pin count of the biggest net entering global routing
     - 10
   * - Final Wtd Congestion
     - 0.607
   * - Chip area estimate from yosys synthesis
     - 250 um^2
   * - Cell at the root of the clock tree
     - sky130_fd_sc_hd__clkbuf_4
   * - Top Family by Delay on Critical Path
     - buffers and inverters
   * - Final count of negative-setup-slack endpoints
     - 0
   * - Crit-path max cell delay
     - 0.53 ns
   * - Core Box Area
     - 0.00342 mm^2
   * - Post-synthesis cell type with the largest instance count
     - sky130_fd_sc_hd__dfxtp_1
   * - Tightest Pin Transition
     - 0.294 ns
   * - Arr. time, crit path
     - 1.44 ns
   * - # rows
     - 21
   * - Leading area contributor after synthesis
     - sky130_fd_sc_hd__dfxtp_1
   * - Number of design-rule violations left by the first detailed-router iteration
     - 20
   * - Worst Setup Slack post-DPL
     - 0.470 ns
   * - Average footprint of a synthesized cell
     - 10.4 um^2
   * - Max-slew violation count
     - 0
   * - Avg Vias per Cell
     - 2.42
   * - Boundary Pins
     - 10
   * - Total wire length
     - 568 um
   * - Worst skew pair latency
     - 0.24 ns
   * - Critical-path maximum fanout
     - 9
   * - Synth warnings
     - 1
   * - N_diodes
     - 0
   * - Count of tool warnings
     - 25
   * - CTS tree
     - built
   * - Area enclosed by the die boundary
     - 0.00640 mm^2
   * - Type of origin of the critical path
     - flop
   * - Achievable Freq
     - 538 MHz
   * - Unrepaired setup endpoints after global routing
     - no
   * - Setup bufs post-CTS
     - 0
   * - Cells traversed along the worst timing path
     - inv_1 > ha_1 > clkdlybuf4s50_1
   * - Maximum vdd drop
     - 0.101 mV
   * - Top area cell types
     - sky130_fd_sc_hd__dfxtp_1 (48%), sky130_fd_sc_hd__a21bo_2 (8.0%), sky130_fd_sc_hd__a21oi_1 (6.0%), sky130_fd_sc_hd__nand3_1 (6.0%), sky130_fd_sc_hd__ha_1 (5.0%)
   * - Commonest flop
     - sky130_fd_sc_hd__dfxtp_1
   * - Distinct cell type count of the synthesized netlist
     - 12
   * - Global-route wire length before repair
     - 917 um
   * - Number of hold violations in the final report
     - 0
   * - Register share after synthesis
     - 0.480
   * - Post-layout worst setup margin
     - 0.240 ns
   * - Remaining antenna violation count
     - 0
   * - Cts repair resizes
     - 0
   * - Worst rel slew slack
     - 0.804
-- through the flow --
step,instance area [um^2],util,power [W]
detailed placement,387,0.113,0.000186
floorplan,250,-,0.000157
CTS,409,0.120,0.000295
global route,409,0.120,0.000306
finish,409,0.120,0.000287
global placement,387,0.113,0.000183
-- flip-flops by register name, summed over array words and instances (netlist names) --
| signal | cells |
|---|---|
| pll_ff | 4 |
| count | 2 |
-- layer usage --
metal | up-vias | wire length [um] | global-route usage
met5 | - | 0 | 0
met2 | 6 | 270 | 0.0273
met1 | 84 | 238 | 0.0195
met4 | 0 | 19 | 0.0106
li1 | 104 | - | -
met3 | 2 | 40 | 0.0102
-- power breakdown --
group	internal (W)	switching, W	leakage [nW]	total, W
combinational	0.0000367	0.0000197	0.0878	0.0000564
sequential	0.000123	0.00000219	0.0493	0.000125
clock	0.0000646	0.0000408	0.0138	0.000105
-- cells by family after synthesis --
group	count (synthesis)	synth area share
and+or+nand+nor	7	0.200
adders and majority gates	1	0.0500
buffers and inverters	4	0.0900
DFF	6	0.480
AOI/OAI and AO/OA	6	0.180
-- layout by cell type (no fill, tap or decap) --
| cell | count |
|---|---|
| sky130_fd_sc_hd__ha_1 | 1 |
| sky130_fd_sc_hd__nand3_1 | 3 |
| sky130_fd_sc_hd__clkdlybuf4s50_1 | 9 |
| sky130_fd_sc_hd__and3b_1 | 1 |
| sky130_fd_sc_hd__nor3_1 | 1 |
| sky130_fd_sc_hd__nor3b_2 | 1 |
| sky130_fd_sc_hd__dfxtp_1 | 6 |
| sky130_fd_sc_hd__and2_4 | 1 |
| sky130_fd_sc_hd__clkbuf_4 | 3 |
| sky130_fd_sc_hd__inv_1 | 3 |
| sky130_fd_sc_hd__a21oi_1 | 3 |
| sky130_fd_sc_hd__a21bo_2 | 2 |
| sky130_fd_sc_hd__a21bo_1 | 1 |
-- final cells by class --
type,instances,area [um^2],share of cell area
Sequential cell,6,120,0.294
Multi-Input combinational cell,14,108,0.263
Timing Repair Buffer,9,90.1,0.220
Tap cell,46,57.6,0.141
Clock buffer,3,22.5,0.0550
Inverter,3,11.3,0.0275
-- final timing paths --
path                            startpoint         to  slack (ns)  cells after the start
worst max-delay path              count[0]    srl_rdy        0.24                      3
worst min-delay path              count[0]   count[0]        0.42                      1
worst min register to register    count[0]   count[0]        0.42                      1
worst max register to register    count[0]  pll_ff[3]        0.98                      4
Power figures rest on the tool's default switching activity, not on a simulated workload.
